### flow/config.mk
export PLATFORM = sky130hd
export DESIGN_NAME = duplicate_removal
export DESIGN_NICKNAME = duplicate_removal
export VERILOG_FILES = /design/flow/design.v
export SDC_FILE = /design/flow/constraint.sdc
export NUM_CORES = 4
export LEC_CHECK = 1
export CORE_UTILIZATION = 40
### flow/constraint.sdc
current_design duplicate_removal

set clk_period 15.6
set clk_io_pct 0.2

create_clock -name clk0 -period $clk_period

set non_clock_inputs [all_inputs -no_clocks]
set_input_delay [expr $clk_period * $clk_io_pct] -clock clk0 $non_clock_inputs
set_output_delay [expr $clk_period * $clk_io_pct] -clock clk0 [all_outputs]
### flow/design.v
`timescale 1ns / 1ps
module duplicate_removal #(parameter N = 8) (
    input wire [8*N-1:0] arr,        
    output reg [8*N-1:0] out,        
    output reg [3:0] unique_count    
);
    integer i, j;
    reg [7:0] arr_unpacked [0:N-1];  
    reg [7:0] out_unpacked [0:N-1];  
    always @(*) begin
        for (i = 0; i < N; i = i + 1) begin
            arr_unpacked[i] = arr[8*(i+1)-1 -: 8];
        end
        unique_count = 0;
        j = 0;
        for (i = 0; i < N - 1; i = i + 1) begin
            if (arr_unpacked[i] != arr_unpacked[i + 1]) begin
                out_unpacked[j] = arr_unpacked[i];
                j = j + 1;
            end
        end
        out_unpacked[j] = arr_unpacked[N - 1];
        unique_count = j + 1;
        for (i = 0; i < N; i = i + 1) begin
            out[8*(i+1)-1 -: 8] = out_unpacked[i];
        end
    end
endmodule
### flow/run.sh
#!/bin/bash
# OpenROAD 26Q1-2900-gdf79404cd8, Yosys 0.63+post, stock flow scripts
make -C /OpenROAD-flow-scripts/flow DESIGN_CONFIG=/design/flow/config.mk WORK_HOME=/design/flow/orfs finish
==> run notes <==
Entry: Yosys synthesis followed by OpenROAD place and route.

Status:
- The run finished with clean final reports.

Global routing:
- The run puts the via count of the first global-routing pass at 7550.
- The run gives the global-route wire length before repair as 47700 microns.
- The run gives the initial antenna violation count as 0.
- The run puts the largest net degree at the start of global routing at 27.
- Summed over all routing layers, the global router reports a total usage of 36.0%.
- The run gives the remaining global-route overflow as 0.

Worst setup path:
- The run gives the kind of end point of the critical path as an output port.
- Among cell families on the critical path, the largest total delay comes from simple AND/OR/NAND/NOR gates.
- The run gives the maximum cell stage delay along the critical path as 670 ps.
- The most numerous cell type found on the critical path is sky130_fd_sc_hd__ha_1.
- Counting both buffers and inverters, the worst setup path holds a total of 4.
- STA classifies the critical path startpoint as an input port.
- The run gives the worst endpoint required time as 12480 ps.
- The run gives the worst-path maximum fanout as 21.
- For this design, the slowest cell found on the critical path is sky130_fd_sc_hd__clkdlybuf4s50_1.
- For the worst setup path, the data arrival time is 11560 ps.
- The run gives the path type of the worst setup path as input port to output port.

Power:
- In this run the VDD rail shows a maximum IR drop of 0.0225 mV.
- The analysis attributes to cell leakage a power of 3.59 nW.
- The run puts the total power at 0.342 mW.
- The run puts the power density of the placed cells at 40.0 nW/um^2.

Floorplanning:
- The run gives the number of standard-cell rows in the floorplan as 48.
- Per the OpenROAD floorplan log, the area of the die is 18600 sq um.
- Before placement the cells fill 41.4% of the core.
- The run gives the floorplan die width as 136 microns.
- For this design the top-level I/O count stands at 132.
- The run puts the die extent in y at 136 microns.
- The total area inside the core boundary comes to 17500 sq um.

Final timing:
- Based on the critical path, the design can be clocked at up to 68.1 MHz.
- The final layout reports a setup TNS of 0 ps.
- The run gives the total of endpoints with negative setup slack in the final report as 0.
- Setup repair after global routing left no endpoint under its margin.
- The run gives the final cycle utilization of the critical path as 94.1%.
- The run gives the slew at the pin closest to its max-slew limit as 1010 ps.
- The run gives the number of hold violations in the final report as 0.
- The run puts the count of endpoints without a timing constraint at 64.
- The run gives the time the worst path needs with I/O delays and setup as 14680 ps.
- The run puts the count of pins over their slew limit at 0.
- The run gives the worst slew margin relative to its limit as 32.2%.
- The run puts the number of register pins that no clock reaches at 64.
- The run gives the worst-case hold slack as 7420 ps.

Layout:
- The run puts the post-route cell area at 8560 sq um.
- The run puts the number of flip-flops under the largest register name at 64.
- The run gives the fraction of final layout cells sized beyond drive strength 1 as 8.14%.
- The run gives the area overhead of the layout relative to synthesis as 18.4%.

Logic synthesis:
- The run gives the area fraction in compound gates as 30.6%.
- The run puts the synthesized-area fraction occupied by xor and xnor cells at 8.14%.
- Summing the areas of all and, or, nand and nor instances in the mapped netlist gives 22.9% of the synthesized area.
- Multiplexer cells account for 9.28% of the synthesized area.
- In this run the mean area of a mapped cell was 6.93 sq um.
- The run puts the synthesized area at 7230 sq um.
- The run gives the post-synthesis adder-cell area fraction as 6.16%.
- In the synthesized netlist, the dominant kind of combinational cell is AND-OR/OR-AND gates.
- After synthesis, the most frequently instantiated cells are sky130_fd_sc_hd__nor2_1 (145), sky130_fd_sc_hd__nand2_1 (130), sky130_fd_sc_hd__a211oi_1 (68).
- The run puts the gate count of the mapped netlist at 1043.
- Looking at the gate-level netlist, the highest instance count belongs to sky130_fd_sc_hd__nor2_1.
- The run gives the biggest area consumer among synthesized cells as sky130_fd_sc_hd__dlxtn_1.
- Among all flip-flop cells after synthesis, the most frequent one is sky130_fd_sc_hd__dlxtn_1.
- The run gives the count of unique library cells instantiated by Yosys as 71.
- For reference, the top cells by area after synthesis are sky130_fd_sc_hd__dlxtn_1 (13%), sky130_fd_sc_hd__nor2_1 (7.5%), sky130_fd_sc_hd__a211oi_1 (7.1%), sky130_fd_sc_hd__mux2i_1 (6.8%), sky130_fd_sc_hd__nand2_1 (6.8%).
- Yosys reported that registers with async set or reset make up 0%.
- The run gives the tally of yosys warning messages as 67.
- The run gives the total of flip-flops plus latches after synthesis as 64.
- The run puts the number of enable flip-flop cells at 0.
- The run gives the number of standard cells reported by yosys as 1043.
- The run puts the post-synthesis chip area from yosys at 7230 sq um.
- The run puts the top-area cell type share of the netlist area at 13.3%.

Route:
- The violation tally recorded at the end of detailed-routing iteration 0 is 913.
- The run gives the via total after detailed routing as 8298.
- Per the detailed-route log, wirelength across all metal layers totals 33300 microns.
- Per the detail_route report, routed wire per instance is 25.0 microns.
- The run gives the post-detailed-route via-to-cell ratio as 6.24.
- The run puts the antenna cell count at 0.
- The run gives the number of detailed-routing iterations run before antenna repair as 6.
- The run gives the remaining number of nets flagged by the antenna check after routing as 0.
- The run puts the number of remaining DRC errors at 0.

Hold path:
- The path class of the tightest hold or removal check is input port to output port.

Flow run:
- The run gives the number of maximum-capacitance violations as 0.
- The run puts the number of logged tool warnings at 55.

Place:
- The run puts the global placer's final weighted congestion at 1.03.
- The run puts the HPWL reported at the end of detailed placement at 23200 microns.
- The run puts the area after detailed placement at 8560 sq um.
- The run gives the port buffer count as 132.

Clock tree:
- The run gives the number of hold buffers added after cts as 0.
- Post-CTS timing repair inserted 0 buffers for setup.
- The run puts the count of instances resized after the clock tree is built at 0.
[cell usage in the layout, fill, tap and decap left out, types with 4 or more instances in the layout]
cell type / count
sky130_fd_sc_hd__a31o_2: 8
sky130_fd_sc_hd__a2111oi_0: 6
sky130_fd_sc_hd__a211oi_1: 68
sky130_fd_sc_hd__or4_1: 4
sky130_fd_sc_hd__nand4_1: 6
sky130_fd_sc_hd__nor2b_1: 7
sky130_fd_sc_hd__o31ai_1: 32
sky130_fd_sc_hd__mux2_2: 16
sky130_fd_sc_hd__dlxtn_1: 64
sky130_fd_sc_hd__xnor2_1: 28
sky130_fd_sc_hd__a211o_1: 17
sky130_fd_sc_hd__and2_1: 4
sky130_fd_sc_hd__and3_1: 11
sky130_fd_sc_hd__nor2_1: 145
sky130_fd_sc_hd__o21ai_0: 26
sky130_fd_sc_hd__o21ai_1: 5
sky130_fd_sc_hd__a31oi_1: 18
sky130_fd_sc_hd__nand3_1: 17
sky130_fd_sc_hd__a311oi_1: 8
sky130_fd_sc_hd__a21oi_1: 56
sky130_fd_sc_hd__mux2i_1: 49
sky130_fd_sc_hd__a221oi_1: 4
sky130_fd_sc_hd__inv_1: 20
sky130_fd_sc_hd__clkdlybuf4s50_1: 132
sky130_fd_sc_hd__ha_1: 34
sky130_fd_sc_hd__buf_4: 43
sky130_fd_sc_hd__or3_1: 9
sky130_fd_sc_hd__nand2_1: 130
sky130_fd_sc_hd__o211ai_1: 19
sky130_fd_sc_hd__nor4_1: 13
sky130_fd_sc_hd__xor2_1: 31
sky130_fd_sc_hd__a311o_1: 16
[area by class of cell]
cell class / count / area, sq um
fill: 1738 / 8920
inverter: 24 / 90.1
multi-input combinational: 842 / 5580
sequential: 64 / 961
tap: 225 / 282
timing repair buffer: 175 / 1640
[path summary, 6_finish.rpt]
path,from,to,slack (ps),cells after the start
worst max-delay path,arr[21],out[3],920,27
worst min-delay path,arr[57],out[49],7420,5
[per-layer routing]
metal | GRT usage (%) | share of wire, % | vias up | routed length [microns]
met5 | 0 | 0 | - | 0
met4 | 18.8 | 6.2 | 0 | 2060
met3 | 8.51 | 10 | 137 | 3440
met2 | 56.1 | 44 | 546 | 14800
met1 | 46.3 | 39 | 3712 | 13000
li1 | - | - | 3903 | -
[power by group]
part / internal [mW] / switching [mW] / leakage, nW
sequential: 0.0224 / 0.000431 / 0.518
clock: 0 / 0 / 0
combinational: 0.157 / 0.163 / 3.07
total: 0.179 / 0.163 / 3.59
[metrics by stage]
stage	setup slack (ps)	instances	utilization (%)
floorplan	3120	1043	-
global placement	1210	1330	49.0
detailed placement	1100	1330	49.0
CTS	1090	1330	49.0
global route	387	1330	49.0
finish	917	1330	49.0
[cells by family (layout without fill, tap and decap cells)]
kind of cell               count (synthesis)  count (layout)
adders and majority gates                 35              35
xor gates and xnor gates                  63              63
muxes                                     65              65
AOI/OAI and AO/OA                        307             307
and+or+nand+nor                          372             372
latches                                   64              64
buffers and inverters                    137             199
Power is estimated from default activity; no workload was simulated.
