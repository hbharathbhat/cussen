===== flow/config.mk =====
export PLATFORM = sky130hd
export DESIGN_NAME = bubblesort
export DESIGN_NICKNAME = bubblesort
export VERILOG_FILES = /design/flow/design.v
export SDC_FILE = /design/flow/constraint.sdc
export NUM_CORES = 4
export LEC_CHECK = 1
export CORE_UTILIZATION = 30

===== flow/constraint.sdc =====
current_design bubblesort

set clk_period 43.9
set clk_io_pct 0.2

create_clock -name clk0 -period $clk_period [get_ports {clk}]

set non_clock_inputs [all_inputs -no_clocks]
set_input_delay [expr $clk_period * $clk_io_pct] -clock clk0 $non_clock_inputs
set_output_delay [expr $clk_period * $clk_io_pct] -clock clk0 [all_outputs]

===== flow/design.v =====
`timescale 1ns / 1ps
module bubblesort (
  input  wire clk,
  input  wire [7:0] in1, in2, in3, in4, in5, in6, in7, in8, in9,
  output reg  [7:0] out1, out2, out3, out4, out5, out6, out7, out8, out9
  );
  reg [7:0] data1, data2, data3, data4, data5, data6, data7, data8, data9;
  always @(posedge clk)
  begin
      data1 <= in1;
      data2 <= in2;
      data3 <= in3;
      data4 <= in4;
      data5 <= in5;
      data6 <= in6;
      data7 <= in7;
      data8 <= in8;
      data9 <= in9;
  end
    integer i, j;
    reg [7:0] temp;
    reg [7:0] array [1:9];
    always @*
    begin
  array[1] = data1;
  array[2] = data2;
  array[3] = data3;
  array[4] = data4;
  array[5] = data5;
  array[6] = data6;
  array[7] = data7;
  array[8] = data8;
  array[9] = data9;
  for (i = 9; i > 0; i = i - 1) 
  begin
  for (j = 1 ; j < i; j = j + 1) 
  begin
          if (array[j] > array[j + 1])
          begin
            temp = array[j];
            array[j] = array[j + 1];
            array[j + 1] = temp;
  end 
  end
  end 
  end
    always @(posedge clk)
    begin
      out1 <= array[1];
      out2 <= array[2];
      out3 <= array[3];
      out4 <= array[4];
      out5 <= array[5];
      out6 <= array[6];
      out7 <= array[7];
      out8 <= array[8];
      out9 <= array[9];
  end
  endmodule

===== flow/run.sh =====
#!/bin/bash
# OpenROAD 26Q1-2900-gdf79404cd8, Yosys 0.63+post, stock flow scripts
make -C /OpenROAD-flow-scripts/flow DESIGN_CONFIG=/design/flow/config.mk WORK_HOME=/design/flow/orfs finish

==> notes.md <==
impl run done, here's what came out: status completed, Syn Inst Count 2415, Max-cap violations 0, Init Core Util 0.303, hold-fix buffers at CTS 0, cts repair resizes 0, Max clock buf depth 2, ys cells 2415, Root Driver clkbuf_16, Via-to-Cell Ratio 5.15, Post-DP HPWL 43.0 mm, worst rel slew slack 0.408, Critical Path Most Common Cell a21oi_1, Fin. Hold Viols 0, largest net degree at the start of global routing 29, via count 17100, final setup violation count 0, Die Ht 249 um, crit share post-route 0.762, Yosys Chip Area 18300 sq um, GRT overflow 0, Initial DRC Count 1107, Finished Layout Cells 3327, synthesized cell area 18300 sq um, WP data required 44.24 ns, leading area contributor after synthesis ha_1, Post-Route WL 52.0 mm, CTS tree yes, row count 90, Worst Setup End Kind register, RD Place Congestion 0.969, Post-synth area hogs ha_1 16%, dfxtp_1 16%, mux2i_1 9.2%, a21oi_1 6.2%, o21ai_0 4.9%, Core Area 60400 sq um, Worst-path clk slew 0.08 ns, RSZ-0062 raised after global routing false, drc violations 0, Arrival @ worst endpoint 33.78 ns, Die W 249 um, GRT Total Usage 0.169, total negative slack 0 ns, RR Startpoint data2[1], crit path to out1[3], OpenROAD warning count 25, Final ANT Viol Nets 0, flip-flops with a built-in enable 0, r2r setup slk 10.46 ns, vias in the first global route 16000, Critical-path top delay cell o21ai_2, initial antenna violation count 0, distinct lib cells 118, Sink Count 144, share of cells above drive strength 1 0.0845, Synth warnings 2, crit path max fanout 28, Cells after DPL 3295, H-tree depth 4, flops out of synthesis 144, Worst path max stage delay 0.72 ns, Area growth syn-to-layout 15.7%, critical hold path startpoint data9[6], drt pass-1 iters 9, Fmax 0.0299 GHz, first-pass GRT wire length 83.8 mm, reg2reg path depth 141, Worst-Margin Slew 0.887 ns, main flop type dfxtp_1, Slew Limit Fails 0, fraction of registers with async set/reset 0, Critical Path Source data2[1], Buffers on Ports 144, io pins 145, Tightest Hold Check Type register to register, clock latency on the worst-skew pair 0.50 ns, Final Critical Period 33.44 ns, share of the synthesized area in the top cell type 0.165, number of setup buffers added after CTS 0, Post-Syn Area per Cell 7.58 sq um, Setup CP Type register to register, Inserted Clock Buffers 17, startpoint types register, R2R Path End out1[3], Layout Skew 0.0287 ns, antenna cell count 0, register share after synthesis 0.158, die area 62000 sq um, Avg WL per Cell 15.6 um
## placed cells by master (no fill, tap or decap), types with 7 or more instances in the layout
| cell | count |
|---|---|
| a211o_1 | 7 |
| a211oi_1 | 8 |
| a21o_1 | 58 |
| a21oi_1 | 226 |
| a222oi_1 | 10 |
| a31oi_1 | 22 |
| and2_1 | 22 |
| and3_1 | 27 |
| and4_1 | 15 |
| buf_4 | 26 |
| clkbuf_16 | 17 |
| clkdlybuf4s50_1 | 144 |
| dfxtp_1 | 144 |
| ha_1 | 241 |
| inv_1 | 235 |
| mux2_2 | 71 |
| mux2_4 | 7 |
| mux2i_1 | 169 |
| nand2_1 | 209 |
| nand2b_1 | 27 |
| nand3_1 | 58 |
| nand4_1 | 33 |
| nor2_1 | 212 |
| nor2b_1 | 26 |
| nor3_1 | 23 |
| o211a_1 | 7 |
| o211ai_1 | 19 |
| o21a_1 | 29 |
| o21ai_0 | 179 |
| o21ai_1 | 17 |
| o22ai_1 | 8 |
| o2bb2ai_1 | 10 |
| o31a_1 | 8 |
| o31ai_1 | 13 |
| xnor2_1 | 15 |
## registers in the layout, indices dropped and copies added, names as in the netlist
| signal | cells |
|---|---|
| data1 | 8 |
| data2 | 8 |
| data3 | 8 |
| data4 | 8 |
| data5 | 8 |
| data6 | 8 |
| data7 | 8 |
| data8 | 8 |
| data9 | 8 |
| out1 | 8 |
| out2 | 8 |
| out3 | 8 |
| out4 | 8 |
| out5 | 8 |
| out6 | 8 |
| out7 | 8 |
| out8 | 8 |
| out9 | 8 |
## per-layer routing
metal / routed length, um / track usage / vias to the layer above
met5: 0 / 0 / -
met4: 820 / 0.0261 / 0
met3: 2170 / 0.0237 / 47
met2: 24300 / 0.283 / 315
met1: 24700 / 0.235 / 7668
li1: - / - / 9095
## worst min-delay path by stage
| stage | to | slack (ns) | depth (start not counted) |
|---|---|---|---|
| 5_1_grt | out9[6] | 0.51 | 2 |
| 4_1_cts | out9[5] | 0.49 | 2 |
| 6_report | out9[6] | 0.48 | 2 |
## synth_stat cells, types with 23 or more instances
master      n
inv_1     235
nand2_1   209
a21oi_1   227
o21ai_0   179
mux2_2     71
ha_1      241
clkbuf_1   43
mux2i_1   169
nor2b_1    26
nor3_1     23
nand4_1    33
nand2b_1   27
nor2_1    212
nand3_1    58
a21o_1     58
and3_1     27
o21a_1     29
dfxtp_1   144
## logic make-up (layout without fill, tap and decap cells)
logic type / Yosys count / after routing / share of synthesized area
AOI/OAI and AO/OA: 749 / 749 / 0.272
xor gates and xnor gates: 16 / 16 / 0.00766
adders and majority gates: 248 / 248 / 0.169
buffers and inverters: 307 / 437 / 0.0677
DFF: 144 / 144 / 0.158
muxes: 249 / 249 / 0.143
and+or+nand+nor: 702 / 702 / 0.184
## worst max-delay path: cells and delay by family (launching register included)
family / cells / cell delay (ns)
buf+inv: 12 / 1.79
fa+ha+maj: 17 / 5.20
compound gates: 61 / 13.74
flops: 1 / 0.43
mux: 10 / 3.87
simple gates: 41 / 8.17
## final cells by class
type,instances,area [sq um]
clock buffer,19,453
clock inverter,13,121
fill,6277,39200
inverter,235,882
multi-input combinational,1964,14200
sequential,144,2880
tap,782,978
timing repair buffer,170,1640
## stage by stage
step / setup WS, ns / instance area [sq um] / util / hold WS (ns)
after global placement: 11.04 / 20600 / 0.341 / 0.476
after floorplan: 12.84 / 18300 / - / 0.448
final: 10.46 / 21200 / 0.351 / 0.483
after global routing: 7.50 / 21200 / 0.351 / 0.513
after CTS: 10.69 / 21200 / 0.351 / 0.488
after detailed placement: 10.77 / 20600 / 0.341 / 0.479
