**./config.mk**
```make
export PLATFORM = sky130hd
export DESIGN_NAME = reorder_and_add
export DESIGN_NICKNAME = reorder_and_add
export VERILOG_FILES = /design/flow/design.v
export SDC_FILE = /design/flow/constraint.sdc
export NUM_CORES = 4
export LEC_CHECK = 1
export CORE_UTILIZATION = 50
```
**./design.v**
```verilog
`timescale 1ns / 1ps
module reorder_and_add(
    input clk,
    input [7:0] data_in0, data_in1, data_in2, data_in3, data_in4, data_in5, data_in6, data_in7, data_in8,
    input [3:0] index0, index1, index2, index3, index4, index5, index6, index7, index8,
    output [7:0] add_res1, add_res2, add_res3, add_res4, add_res5, add_res6, add_res7, add_res8, add_res9
);
    reg [7:0] reordered_out0, reordered_out1, reordered_out2, reordered_out3, reordered_out4, reordered_out5, reordered_out6, reordered_out7, reordered_out8;
    reg [7:0] add_res1_reg, add_res2_reg, add_res3_reg, add_res4_reg, add_res5_reg, add_res6_reg, add_res7_reg, add_res8_reg, add_res9_reg;
    assign add_res1 = add_res1_reg;
    assign add_res2 = add_res2_reg;
    assign add_res3 = add_res3_reg;
    assign add_res4 = add_res4_reg;
    assign add_res5 = add_res5_reg;
    assign add_res6 = add_res6_reg;
    assign add_res7 = add_res7_reg;
    assign add_res8 = add_res8_reg;
    assign add_res9 = add_res9_reg;
    task assign_data;
        input [7:0] data_in0, data_in1, data_in2, data_in3, data_in4, data_in5, data_in6, data_in7, data_in8;
        input [3:0] index0, index1, index2, index3, index4, index5, index6, index7, index8;
        output reg [7:0] data_out0, data_out1, data_out2, data_out3, data_out4, data_out5, data_out6, data_out7, data_out8;
        reg [7:0] data_in_array [0:8];
        begin
            data_in_array[0] = data_in0;
            data_in_array[1] = data_in1;
            data_in_array[2] = data_in2;
            data_in_array[3] = data_in3;
            data_in_array[4] = data_in4;
            data_in_array[5] = data_in5;
            data_in_array[6] = data_in6;
            data_in_array[7] = data_in7;
            data_in_array[8] = data_in8;
            data_out0 = data_in_array[index0];
            data_out1 = data_in_array[index1];
            data_out2 = data_in_array[index2];
            data_out3 = data_in_array[index3];
            data_out4 = data_in_array[index4];
            data_out5 = data_in_array[index5];
            data_out6 = data_in_array[index6];
            data_out7 = data_in_array[index7];
            data_out8 = data_in_array[index8];
        end
    endtask
    task calculate_successive_additions;
        input [7:0] a, b, c, d, e, f, g, h, i;
        output reg [7:0] res1, res2, res3, res4, res5, res6, res7, res8, res9;
        begin
            res1 = a;
            res2 = (b != 8'd0) ? (a + b) : b;
            res3 = (c != 8'd0) ? (res2 + c) : c;
            res4 = (d != 8'd0) ? (res3 + d) : d;
            res5 = (e != 8'd0) ? (res4 + e) : e;
            res6 = (f != 8'd0) ? (res5 + f) : f;
            res7 = (g != 8'd0) ? (res6 + g) : g;
            res8 = (h != 8'd0) ? (res7 + h) : h;
            res9 = (i != 8'd0) ? (res8 + i) : i;
        end
    endtask
    always @(posedge clk) begin
        assign_data(data_in0, data_in1, data_in2, data_in3, data_in4, data_in5, data_in6, data_in7, data_in8, 
                    index0, index1, index2, index3, index4, index5, index6, index7, index8,
                    reordered_out0, reordered_out1, reordered_out2, reordered_out3, reordered_out4, reordered_out5, reordered_out6, reordered_out7, reordered_out8);
        calculate_successive_additions(reordered_out0, reordered_out1, reordered_out2, reordered_out3, reordered_out4, reordered_out5, reordered_out6, reordered_out7, reordered_out8, 
                                       add_res1_reg, add_res2_reg, add_res3_reg, add_res4_reg, add_res5_reg, add_res6_reg, add_res7_reg, add_res8_reg, add_res9_reg);
    end
endmodule
```
**./run.sh**
```bash
#!/bin/bash
# OpenROAD 26Q1-2900-gdf79404cd8, Yosys 0.63+post, stock flow scripts
make -C /OpenROAD-flow-scripts/flow DESIGN_CONFIG=/design/flow/config.mk WORK_HOME=/design/flow/orfs finish
```
**./constraint.sdc**
```tcl
current_design reorder_and_add

set clk_period 11.6
set clk_io_pct 0.2

create_clock -name clk0 -period $clk_period [get_ports {clk}]

set non_clock_inputs [all_inputs -no_clocks]
set_input_delay [expr $clk_period * $clk_io_pct] -clock clk0 $non_clock_inputs
set_output_delay [expr $clk_period * $clk_io_pct] -clock clk0 [all_outputs]
```
==> reports/results.tsv <==
metric	value	unit
Startpoint Class	input port	
Total Routing Usage GR	45.7	%
Achievable Freq	90.9	MHz
CP required	11.87	ns
dpl ws	0.155	ns
slew margin rel.	41.0	%
crit path DAT	11.28	ns
postcts setup bufs	0	
wire length of the first global-routing pass	71600	um
Tightest Pin Transition	0.882	ns
Final Core Density	63.9	%
dominant cell type by area after synthesis	dfxtp_1	
CTS sink cnt	72	
dpl hpwl	35300	um
Final setup viols	0	
die width	148	um
top cells by count, synth	nor2_1 (123), a21oi_1 (98), clkbuf_1 (96)	
hold slack final	2.95	ns
fp_density	51.0	%
number of DRC markers in iteration 0	1389	
CTS tree	yes	
post-route ant nets	0	
Avg Cell Area, Syn	7.56	um2
Yosys Chip Area	10700	um2
Hold Path Origin	data_in0[0]	
Core Rows	53	
Max Slew Vio Count	0	
largest net degree at the start of global routing	40	
Synth Instances	1418	
CP Class	input port to flip-flop	
register area share after synthesis	13.4	%
highest metal used	met5	
max-cap viol count	0	
die area	22000	um2
Synth cell types	95	
Area Growth Syn to Fin	25.4	%
vias in the first global route	11552	
via count	12603	
initial antenna violation count	1	
Core ar.	21000	um2
Max-area cell share	13.4	%
Async S/R FF share, synth	0	%
max incr delay on CP	0.65	ns
cycle use final	94.9	%
unrepaired setup endpoints after global routing	no	
Hold Crit Depth	3	
Vias per Instance	6.80	
worst min-delay path endpoint	add_res1_reg[0]	
Mapped Area	10700	um2
Routed met3 length	7910	um
IO Pins	181	
gr ovfl total	0	
EDFF count, synth	0	
post-synthesis register bit count	72	
Hold/Removal Path Class	input port to flip-flop	
tool warning count	26	
slowest CP cell	clkdlybuf4s50_1	
crit end category	flip-flop	
status	finished, final reports clean	
Die H	148	um
CP max FO	8	
cell count in the Yosys report	1418	
layout cells sized above 1	13.6	%
Root Driver	clkbuf_16	
YS warnings	2	
met2 wire len	18900	um
Residual DRC	0	
number of buffers added on ports	180	
H-tree depth	3	
CTS max path bufs	2	
setup slack after layout	0.597	ns
Num CTS Buffers	9	
1st-pass router iterations	10	
Metal-1 WL	19100	um
Primary FF master, synth	dfxtp_1	
Routability Congestion	1.14	
final hold violations	0	
clock slew at reported path FFs	0.07	ns
most frequent cell after synthesis	nor2_1	
drt total wl	49700	um
routed len/inst	26.8	um
Main area contributors	dfxtp_1 (13%), ha_1 (6.5%), mux2i_1 (6.2%), a21oi_1 (4.6%), nor2_1 (4.3%)	
Setup TNS Final	0	ns
post-layout min period	11.00	ns
-- cells in the final DEF, fill, tap and decap left out, types with 10 or more instances in the layout --
cell	Yosys	final
a211oi_1	20	20
a21o_1	15	15
a21oi_1	98	98
a221oi_1	24	24
a22o_1	14	14
a22oi_1	37	37
a31oi_1	27	27
and2_1	17	17
buf_4	4	109
clkdlybuf4s50_1	0	179
dfxtp_1	72	72
ha_1	56	56
inv_1	48	48
mux2_2	35	35
mux2i_1	66	66
mux4_2	19	19
nand2_1	82	82
nand2b_1	17	17
nand3_1	31	31
nand3b_1	24	24
nor2_1	123	123
nor2b_1	50	50
nor3_1	29	28
nor3b_1	10	10
o21ai_0	59	59
o21bai_1	13	13
o22ai_1	27	27
o31ai_1	12	12
xnor2_1	41	41
xor2_1	24	24
-- what timing repair did --
item                                   4_1_cts  5_1_grt
setup endpoints to repair                    0        1
endpoints found under the hold margin        0        0
hold buffers                                 0        0
gates resized                                0        2
-- area by class of cell --
class	instances	area, um2
Clock inverter	7	101
Sequential cell	72	1440
Multi-Input combinational cell	1146	8470
Clock buffer	9	225
Timing Repair Buffer	291	2660
Fill cell	1825	7580
Inverter	51	191
Tap cell	275	344
Antenna cell	2	5.00
-- metrics by stage --
| stage | area, um2 | instances |
|---|---|---|
| floorplan | 10700 | 1418 |
| CTS | 13400 | 1851 |
| finish | 13400 | 1853 |
| global placement | 13100 | 1835 |
| detailed placement | 13100 | 1835 |
| global route | 13400 | 1851 |
-- worst max path at each step --
stage,start,endpoint,cells after the start
after CTS,index1[1],add_res9_reg[7],32
after global routing,index1[0],add_res9_reg[7],33
final,index1[3],add_res9_reg[7],33
-- logic make-up (layout without fill, tap and decap cells) --
| kind of cell | after synthesis | after routing | share of synthesized area (%) |
|---|---|---|---|
| XOR/XNOR | 66 | 66 | 5.46 |
| flip-flops | 72 | 72 | 13.4 |
| adder cells (fa/ha/maj) | 64 | 64 | 8.03 |
| multiplexers | 121 | 121 | 14.1 |
| AND-OR/OR-AND | 435 | 435 | 28.0 |
| buffers and inverters | 200 | 358 | 7.66 |
| AND/OR/NAND/NOR | 460 | 460 | 23.4 |
| other | 0 | 2 | 0 |
-- routing by layer --
metal | up-vias | GRT usage [%]
li1 | 5596 | -
met1 | 5756 | 60.6
met2 | 993 | 60.7
met3 | 256 | 21.8
met4 | 2 | 25.1
met5 | - | 0.455
-- critical path, delay by kind of cell --
family	cells	cell delay (ns)
buffers and inverters	3	0.96
XOR/XNOR	1	0.11
AND/OR/NAND/NOR	10	2.21
AND-OR/OR-AND	11	2.18
adder cells (fa/ha/maj)	8	3.48
